$ cat design.v
`timescale 1ns / 1ps
module ALU_Decoder( ALUOp, Funct, ALUControl);
	input 	[1:0] ALUOp;
	input 	[5:0] Funct;
	output 	[2:0] ALUControl;
	assign	ALUControl[2]=ALUOp[0]|ALUOp[1]&Funct[1];
	assign 	ALUControl[1]=~ALUOp[1]|ALUOp[1]&(~Funct[2]);
	assign	ALUControl[0]=ALUOp[1]&(Funct[3]|Funct[0]);
endmodule
`timescale 1ns / 1ps
module Control_Unit(	Opcode, Funct, MemtoReg, MemWrite,
							Branch, ALUSrc, RegDst, RegWrite,
							ALUControl);
	input		[5:0]	Opcode,Funct;
	output			MemtoReg, MemWrite, Branch,ALUSrc, RegDst, RegWrite;
	output 	[2:0]	ALUControl;
	wire		[1:0]	ALUOp_md_to_ad;
	ALU_Decoder		ad(.ALUOp(ALUOp_md_to_ad), 
							.Funct(Funct), 
							.ALUControl(ALUControl)
							);
	Main_Decoder	md(.Opcode(Opcode), 
							.RegWrite(RegWrite), 
							.RegDst(RegDst), 
							.ALUSrc(ALUSrc), 
							.Branch(Branch), 
							.MemWrite(MemWrite),
							.MemtoReg(MemtoReg), 
							.ALUOp(ALUOp_md_to_ad)
							);
endmodule
`timescale 1ns / 1ps
module Main_Decoder(	Opcode, RegWrite, RegDst, 
							ALUSrc, Branch, MemWrite,
							MemtoReg, ALUOp);
	input		[5:0]	Opcode;
	output			RegWrite, RegDst, ALUSrc, Branch, MemWrite, MemtoReg;
	output	[1:0]	ALUOp;
	wire	R_Format, lw, sw, beg;
	assign	R_Format=~(Opcode[5]|Opcode[4]|Opcode[3]|Opcode[2]|Opcode[1]|Opcode[0]);
	assign	lw=Opcode[5]&Opcode[1]&Opcode[0]&~(Opcode[4]|Opcode[3]|Opcode[2]);
	assign	sw=Opcode[5]&~Opcode[4]&Opcode[3]&~Opcode[2]&Opcode[1]&Opcode[0];
	assign 	beq=Opcode[2]&~(Opcode[5]|Opcode[4]|Opcode[3]|Opcode[1]|Opcode[0]);
	assign	RegWrite=R_Format|lw;
	assign	RegDst=R_Format;
	assign	ALUSrc=lw|sw;
	assign	Branch=beq;
	assign	MemWrite=sw;
	assign	MemtoReg=lw;
	assign	ALUOp[1]=R_Format;
	assign	ALUOp[0]=beq;
endmodule
$ cat run.sh
#!/bin/bash
# OpenROAD 26Q1-2900-gdf79404cd8, Yosys 0.63+post, stock flow scripts
make -C /OpenROAD-flow-scripts/flow DESIGN_CONFIG=/design/flow/config.mk WORK_HOME=/design/flow/orfs finish
$ cat config.mk
export PLATFORM = sky130hd
export DESIGN_NAME = Control_Unit
export DESIGN_NICKNAME = Control_Unit
export VERILOG_FILES = /design/flow/design.v
export SDC_FILE = /design/flow/constraint.sdc
export NUM_CORES = 4
export LEC_CHECK = 1
export CORE_AREA = 10 10 70 70
export DIE_AREA = 0 0 80 80
$ cat constraint.sdc
current_design Control_Unit

set clk_period 1.3
set clk_io_pct 0.2

create_clock -name clk0 -period $clk_period

set non_clock_inputs [all_inputs -no_clocks]
set_input_delay [expr $clk_period * $clk_io_pct] -clock clk0 $non_clock_inputs
set_output_delay [expr $clk_period * $clk_io_pct] -clock clk0 [all_outputs]
==> impl_metrics.ini <==
; physical design summary
[outcome]
outcome = finished with violations
violations = setup timing

[final_layout]
area_delta_synth_final_pct = 351
drive_above_1_share_pct = 80.9
seq_cell_count = 0
fin_util_pct = 12.9
seq_area_um2 = 0
fin_area_um2 = 440
nClkBuffers = 0

[die]
dieArea_um2 = 6400
io_pins = 21
initCoreUtil_pct = 2.86
core_um2 = 3420
chipHeight_um = 80
dieWidth_um = 80
num_rows = 21

[route]
routed_wire_length_per_instance_um = 8.09
routed_via_density = 2.55
drc = 0
antenna_cells = 0
ant_nets = 0
dr.pass1.iters = 2
wl_um = 752
initialDrtViolationCount = 9
num_vias = 237

[synth]
yosys.area.top_type_share_pct = 19.2
ys_seq_share_pct = 0
top_area_cell = nor2_1
synth-warning-count = 1
syn_inst = 15
avgSynthCellArea_um2 = 6.51
yosysUniqueCellTypes = 9
ys_area_um2 = 97.6
ys_cells = 15
syn_area_um2 = 97.6
area_leaders = nor2_1, nor3b_1, or4b_4

[power]
p_clk_share_pct = 0
power_density_nw_per_um2 = 172
ir_worst_vdd_mv = 0.0212
p_int_w = 0.0000517
p_comb_share_pct = 100.0
power_frac_seq_pct = 0
leakagePower_nw = 0.184
switching_share_pct = 31.8
switchingPower_w = 0.0000241

[worst_setup_path]
worstPathRequired_ps = 1040
path_max_fanout = 2
path_cells = buf_6 -> or4_4 -> or4b_4 -> buf_2
endpoint_kind = output pin
critPathArrivalTime_ps = 1520
slowest_delay_ps = 530
startpoint_type = input port
crit_slowest_cell = or4_4
cpLargestDelayFamily = simple AND/OR/NAND/NOR gates
path_class = input port to output pin
worst-path-buf-inv = 2

[final_timing]
finalMaxSlewViolations = 0
finalCriticalPeriod_ps = 1780
relSlewSlack_pct = 92.0
setup_viol = 7
worstMarginPinSlew_ps = 119
rsz0062_at_grt = yes
final-hold-violation-count = 0
max_freq_mhz = 563
finalClockPeriodUsage_pct = 137
tns_ps = -2110
whs_ps = 790
setup_slack_ps = -476

[grt]
grt_max_degree = 5
grt_overflow_total = 0
antenna_found_initial = 0
globalRouteTotalUtil_pct = 2.17
grt_first_pass_wirelength_um = 1150
grt_pass1_vias = 227

[min_path]
hp-class = input port to output pin

[place]
dp_hpwl_um = 652
routabilityCongestion = 0.695
pre_cts_ws_ps = -1100
placed_area_um2 = 393
io_buffers = 19

[job]
warnings = 37
maxCapViolCount = 0

[clocking]
postCtsHoldBufs = 0
[Yosys cell counts]
master and count:
nor2_1 5, a21oi_1 1, or4_2 1, nand4b_1 1
or4b_4 1, or2_2 1, or4_4 1, nor3b_1 2
nor3_1 2
[final cells by class]
type                            instances  area (um^2)
Fill cell                             390         2980
Multi-Input combinational cell         15          131
Tap cell                               46         57.6
Timing Repair Buffer                   32          251
[through the flow]
step / power (W) / cells
after floorplan: 0.0000109 / 15
after global placement: 0.0000648 / 86
after detailed placement: 0.0000654 / 86
after CTS: 0.0000760 / 93
after global routing: 0.0000821 / 93
final: 0.0000758 / 93
[power groups by stage]
| stage | Sequential [W] | Clock (W) | Combinational [W] |
|---|---|---|---|
| 6_report | 0 | 0 | 0.0000758 |
| 5_1_grt | 0 | 0 | 0.0000821 |
| 4_1_cts | 0 | 0 | 0.0000760 |
[logic make-up after synthesis]
group / count (synthesis) / synth area share [%]
and+or+nand+nor: 14 / 94.9
AOI/OAI and AO/OA: 1 / 5.12
[cells in the final DEF, fill, tap and decap left out]
| cell | Yosys | routed |
|---|---|---|
| buf_2 | 0 | 10 |
| buf_4 | 0 | 9 |
| buf_6 | 0 | 6 |
| clkdlybuf4s50_1 | 0 | 4 |
| nor2_1 | 5 | 3 |
| or4_4 | 1 | 2 |
| nor2_2 | 0 | 2 |
| nor3_2 | 0 | 2 |
| nor3b_2 | 0 | 2 |
| or2_4 | 0 | 1 |
| or4b_4 | 1 | 1 |
| nand4b_1 | 1 | 1 |
| a21oi_2 | 0 | 1 |
| clkdlybuf4s15_2 | 0 | 1 |
| clkdlybuf4s15_1 | 0 | 1 |
| clkbuf_2 | 0 | 1 |
[layer usage]
metal	track usage, %	up-vias	part of all wire [%]
li1	-	122	-
met1	2.64	104	40
met2	3.93	11	48
met3	0.568	0	12
met4	0	0	0
met5	0	-	0
[worst paths after layout]
path	startpoint	end	slack, ps	cells after the start
worst min-delay path	Opcode[4]	ALUSrc	790	3
worst max-delay path	Opcode[1]	ALUControl[1]	-480	4
[timing repair]
action,in CTS,in global routing
setup buffers,7,0
gates resized,58,4
pin swaps,9,5
endpoints found under the setup margin,9,9
hold endpoints to repair,0,0
Power figures rest on the tool's default switching activity, not on a simulated workload.
